## ./run.sh

```bash
#!/bin/bash
# OpenROAD 26Q1-2900-gdf79404cd8, Yosys 0.63+post, stock flow scripts
make -C /OpenROAD-flow-scripts/flow DESIGN_CONFIG=/design/flow/config.mk WORK_HOME=/design/flow/orfs finish
```

## ./config.mk

```make
export PLATFORM = sky130hd
export DESIGN_NAME = controller_PmodALS
export DESIGN_NICKNAME = controller_PmodALS
export VERILOG_FILES = /design/flow/design.v
export SDC_FILE = /design/flow/constraint.sdc
export NUM_CORES = 4
export LEC_CHECK = 1
export CORE_UTILIZATION = 30
```

## ./constraint.sdc

```tcl
current_design controller_PmodALS

set clk_period 3.3
set clk_io_pct 0.2

create_clock -name clk0 -period $clk_period [get_ports {clk}]

set non_clock_inputs [all_inputs -no_clocks]
set_input_delay [expr $clk_period * $clk_io_pct] -clock clk0 $non_clock_inputs
set_output_delay [expr $clk_period * $clk_io_pct] -clock clk0 [all_outputs]
```

## ./design.v

```verilog
`timescale 1ns / 1ps
module controller_PmodALS(
   input sw,
   input rst,
   input clk,
   input sdo,
   output reg scl,
   output reg cs,
   output [15:0] out
  );
       reg  state;
       reg [15:0] led;
       reg [15:0] mem;
       reg [3:0] counter;
       reg [15:0] cycle;
       reg [6:0] delim_freq;
       always  @( posedge clk )  
           begin
           if(rst)
            begin
                scl <=0;
                delim_freq<=0;
            end
            else
                begin
                   delim_freq <= delim_freq + 1'd1;
                   if(delim_freq == 50)
                       scl <= ~scl;
                   if (delim_freq == 100)
                       begin
                        delim_freq <= 0;
                        scl <= ~scl;
                        end
                end
            end
       always @(posedge clk)  
       begin
       if(rst)
        begin
          cs<=1;
                counter <=0;
                mem<=0;
                cycle <=0;
                state <=0;
        end
        else
          begin
               if (delim_freq==100)
                    begin
                        if(state == 1)
                            begin
                                if(counter == 15)
                                    begin
                                        cycle[counter] <= sdo;
                                        counter <= counter + 1'd1;
                                        state <= 0;
                                        cs <= 1;
                                    end
                                else
                                    begin
                                      cycle[counter] <= sdo;
                                      counter <= counter + 1'd1;
                                      if (counter == 0)
                                      mem <= cycle;
                                    end
                            end
                        if(state ==0)
                            begin
                            cs<=0;
                            state <=1;
                            end
                    end
            end
       end
       always @*
           begin
           if(rst)
                  led <= 0;
            if(sw)
          led <= mem;
          else
              begin
              if(mem == 0) led <=16'hffff;
              else led <= 0; 
              end
          end   
       assign out = led;
endmodule
```

==> run_results.csv <==
group,metric,value,unit
synth,yosys_area,0.00235,mm2
place,place_worst_setup_slack,0.245,ns
routing,insertedDiodeCount,0,
clock_network,clk_root_buffer_cell,"sky130_fd_sc_hd__clkbuf_8",
setup_path,setup.reg_to_reg.worst_slack,0.98,ns
worst_hold_path,min_path_cells,2,
global_route,first_global_vias,1778,
power_and_ir_drop,vdd_ir_drop_max,0.190,mV
job,drv.max_cap_violation_count,0,
routing,drt-initial-drc-count,105,
job,warning_count,31,
finish,drive_above_1_share,9.90,%
place,hpwl,3.49,mm
clock_network,clk_path_buf_depth,2,
die,die_width,90.5,um
die,placement_rows,31,
synth,largest_area_cell,"sky130_fd_sc_hd__dfxtp_1",
routing,routedWlPerCell,12.7,um
synth,syn_area_per_cell,8.57,um2
sta,final.setup_skew,0.0115,ns
die,placeableCoreArea,0.00741,mm2
sta,timing.final.crit_period,3.06,ns
place,gp_routability_congestion,0.877,
sta,timing.final.max_slew_violations,0,
clock_network,ctsHoldBuffers,0,
synth,ys_warn_count,1,
global_route,grt_max_degree,26,
routing,vias,1905,
die,num_io_pins,22,
setup_path,setup.worst_path.end_class,"output port",
power_and_ir_drop,combPwrFrac,6.0,%
synth,most_popular_library_cell_in_the_synthesized_design_by_count,"sky130_fd_sc_hd__dfxtp_1",
status,status,"complete, no violations",
clock_network,numCtsBuffers,5,
clock_network,clock.latency.late_pin,0.30,ns
power_and_ir_drop,sw_frac_of_total,21.1,%
routing,drc_violations_left,0,
synth,syn_area,0.00235,mm2
sta,fin_setup_tns,0,ns
sta,fmaxAchievable,0.327,GHz
finish,stdcell_area,0.00274,mm2
routing,postRouteWirelength,4.97,mm
setup_path,timing.setup.critical_path_class,"input pin to output port",
sta,rsz0062_at_grt,"no",
power_and_ir_drop,p_int,0.000821,W
synth,synth.yosys.num_cells,274,
place,io_buffer_count,21,
synth,postSynthRegisterBits,46,
power_and_ir_drop,power.sequential.fraction,54.0,%
sta,timing.max_slew.rel_slack,41.3,%
setup_path,timing.critical_path.from_type,"input pin",
die,die_height,90.5,um
global_route,number_of_antenna_violations_at_the_first_check_in_global_routing,0,
synth,yosysTopAreaCellShare,39.2,%
finish,layout_area_overhead,16.9,%
clock_network,post_cts_buffers,0,
global_route,grt_overflow,0,
synth,yosys_most_used_dff,"sky130_fd_sc_hd__dfxtp_1",
global_route,wire_length_of_the_first_global_routing_pass,8.64,mm
die,total_die_size,0.00818,mm2
synth,netlist_top_cells_count,"46 x sky130_fd_sc_hd__dfxtp_1, 38 x sky130_fd_sc_hd__nand2_1, 27 x sky130_fd_sc_hd__a21oi_1, 26 x sky130_fd_sc_hd__nand3_1, 22 x sky130_fd_sc_hd__nor2_1",
sta,timing_hold_violations_final,0,
clock_network,post_cts_resized,0,
setup_path,cp_max_fo,11,
clock_network,path_clk_slew,0.08,ns
routing,dr.pass1.iters,4,
synth,edf_count,0,
sta,setup_violations,0,
clock_network,clock_tree.htree_level_count,2,
setup_path,worstRegToRegCells,6,
global_route,global_routing_usage_summed_across_all_routing_layers,13.0,%
setup_path,cp_arrival,2.40,ns
power_and_ir_drop,static-leakage-power,0.979,nW
synth,ys_seq_share,39.2,%
synth,yosys.cell_types.count,47,
place,dpl-instance-area,0.00263,mm2
power_and_ir_drop,cellPowerDensity,379,mW/mm2
power_and_ir_drop,p_sw,0.000220,W
clock_network,cts_tree,"built",
clock_network,clkSinkCount,46,
worst_hold_path,hold_class,"register to register",
sta,final_min_period_over_clock_period,92.7,%
power_and_ir_drop,clock_power_share,40.1,%
setup_path,critical_path_required,2.64,ns
sta,timing_worst_slew_pin_value,0.878,ns
synth,ys_async_sr_fraction,0,%
die,initial_core_util,31.7,%
sta,final.setup.worst_slack,0.242,ns
synth,area_leaders,"sky130_fd_sc_hd__dfxtp_1 39%, sky130_fd_sc_hd__nand2_1 6.1%, sky130_fd_sc_hd__a21oi_1 5.8%",
routing,route.detailed.vias_per_inst,4.86,
synth,post_synth_inst_count,274,
routing,route.antenna.remaining_nets,0,
==> power by group through the flow <==
stage         Clock (W)  Combinational [W]  Sequential, W
finish         0.000417          0.0000620       0.000562
global route   0.000457          0.0000695       0.000562
CTS            0.000433          0.0000625       0.000562
==> final timing paths <==
| kind | from | endpoint |
|---|---|---|
| setup reg to reg | counter[0] | cycle[0] |
| hold reg to reg | cycle[11] | mem[11] |
| hold / removal | cycle[11] | mem[11] |
| setup / recovery | sw | out[6] |
==> cell type report <==
| class | instances | area (um2) |
|---|---|---|
| timing repair buffer | 26 | 248 |
| clock buffer | 5 | 68.8 |
| fill | 751 | 4660 |
| clock inverter | 3 | 43.8 |
| multi-input combinational | 205 | 1310 |
| tap | 99 | 124 |
| sequential | 46 | 921 |
| inverter | 8 | 30.0 |
==> cells in the final DEF (no fill, tap or decap), types with 3 or more instances in the layout <==
cell                              netlist  layout
sky130_fd_sc_hd__clkdlybuf4s50_1        0      21
sky130_fd_sc_hd__nor2_1                22      22
sky130_fd_sc_hd__mux2i_1                4       4
sky130_fd_sc_hd__clkbuf_8               1       5
sky130_fd_sc_hd__nand2b_1               7       7
sky130_fd_sc_hd__a21o_1                16      16
sky130_fd_sc_hd__ha_1                   8       8
sky130_fd_sc_hd__o21ai_0                9       9
sky130_fd_sc_hd__and3_1                 3       3
sky130_fd_sc_hd__nor3_1                 3       3
sky130_fd_sc_hd__o31ai_1                3       3
sky130_fd_sc_hd__xor2_1                 4       4
sky130_fd_sc_hd__inv_1                  8       8
sky130_fd_sc_hd__buf_4                  2       5
sky130_fd_sc_hd__nand3_1               26      26
sky130_fd_sc_hd__a21oi_1               27      27
sky130_fd_sc_hd__dfxtp_1               46      46
sky130_fd_sc_hd__nor4_1                 4       4
sky130_fd_sc_hd__xnor2_1                6       6
sky130_fd_sc_hd__nand2_1               38      38
==> stage by stage <==
stage / power, W / utilization [%] / hold slack, ns / instances
6_report: 0.00104 / 37.0 / 0.452 / 392
5_1_grt: 0.00109 / 37.0 / 0.476 / 392
4_1_cts: 0.00106 / 37.0 / 0.461 / 392
3_5_place_dp: 0.000637 / 35.5 / 0.448 / 384
3_3_place_gp: 0.000636 / 35.5 / 0.440 / 384
2_1_floorplan: 0.000604 / - / 0.421 / 274
==> worst max-delay path, stage by stage <==
cell and delay (ns):
sky130_fd_sc_hd__clkdlybuf4s50_1 0.42, sky130_fd_sc_hd__nor4_1 0.19, sky130_fd_sc_hd__nand4_1 0.18, sky130_fd_sc_hd__nor4_4 0.18, sky130_fd_sc_hd__buf_4 0.21, sky130_fd_sc_hd__a21o_1 0.09
sky130_fd_sc_hd__clkdlybuf4s50_1 0.45
==> kinds of logic (layout without fill, tap and decap cells) <==
group                    Yosys count  in the layout  share of synthesized area [%]
adder cells (fa/ha/maj)            8              8                           4.26
multiplexers                       4              4                           1.71
buffers and inverters             23             42                           5.01
flip-flops                        46             46                           39.2
AND-OR/OR-AND                     64             64                           18.0
XOR/XNOR                          10             10                           3.73
AND/OR/NAND/NOR                  119            119                           28.1
==> metal layers <==
layer / global-route usage (%) / wire length, um / up-vias
met2: 18.4 / 2040 / 39
met3: 1.62 / 151 / 10
li1: - / - / 996
met5: 0 / 0 / -
met4: 2.96 / 108 / 0
met1: 21.5 / 2670 / 860
==> flip-flops by register name, summed over array words and instances, names as in the netlist <==
name	flops
counter	4
cycle	16
cs	1
delim_freq	7
mem	16
scl	1
state	1
Power figures rest on the tool's default switching activity, not on a simulated workload.
