### ./design.v
`timescale 1ns / 1ps
module rst_sync_counter(input rst, input clk, output [3:0] out);
reg [3:0] counter;
initial counter = 0;
	always @(posedge clk)
	begin
	if(!rst) 
   counter <= 0;
	else 
	counter <= counter + 1'd1;
	end
	assign out = counter;
endmodule
### ./run.sh
#!/bin/bash
# OpenROAD 26Q1-2900-gdf79404cd8, Yosys 0.63+post, stock flow scripts
make -C /OpenROAD-flow-scripts/flow DESIGN_CONFIG=/design/flow/config.mk WORK_HOME=/design/flow/orfs finish
### ./config.mk
export PLATFORM = sky130hd
export DESIGN_NAME = rst_sync_counter
export DESIGN_NICKNAME = rst_sync_counter
export VERILOG_FILES = /design/flow/design.v
export SDC_FILE = /design/flow/constraint.sdc
export NUM_CORES = 4
export LEC_CHECK = 1
export CORE_AREA = 10 10 70 70
export DIE_AREA = 0 0 80 80
### ./constraint.sdc
current_design rst_sync_counter

set clk_period 1.6
set clk_io_pct 0.2

create_clock -name clk0 -period $clk_period [get_ports {clk}]

set non_clock_inputs [all_inputs -no_clocks]
set_input_delay [expr $clk_period * $clk_io_pct] -clock clk0 $non_clock_inputs
set_output_delay [expr $clk_period * $clk_io_pct] -clock clk0 [all_outputs]
==> Slide: Implementation Results <==
Run Summary

Global route
  • Initial antenna violation count: 0
  • GR Util All Layers: 1.25%
  • First-pass GRT wire length: 600 µm
  • Largest net degree at the start of global routing: 6
  • Vias in the first global route: 129
  • GRT overflow: 0

Pwr
  • Flop pwr share: between 40% and 50%
  • Net Sw Frac: between 20% and 30%
  • Peak supply drop: ~320 µV
  • Leak pwr: about 0.11 nW
  • Psw: about 0.052 mW
  • Logic pwr share: 9.8%
  • Clock network fraction of total power: a little under half
  • Cell Int Power: 0.208 mW
  • PwrDens: about 950 nW/µm²

Clocking
  • Clock root cell: clkbuf_4
  • TritonCTS clock tree: yes
  • CTS Sinks: 4
  • Clk slew on worst S/H paths: approximately 0.04 ns
  • CTS max path bufs: 2
  • # resized after CTS: 0
  • Hold_buf cts: 0
  • Htree depth: 1
  • Worst skew pair latency: around 0.23 ns
  • Num CTS Buffers: 3
  • Setup Fix Bufs, Post-CTS: 0

Final timing
  • Final TNS setup: 0 ns
  • Final min period: ~1.4 ns
  • Post-Route Skew: ~0.000052 ns
  • Final hold violation count: 0
  • Rel. slew slack: between 80% and 90%
  • Tcrit/Tclk final: 89.6%
  • RSZ-0062 raised after global routing: false
  • Slew Limit Fails: 0
  • Worst Tran Pin Value: 0.154 ns
  • # setup viols final: 0
  • Peak Freq: about 700 MHz

Worst hold path
  • Hold Crit Class: reg2reg

Layout
  • Layout cells sized above 1: around 14%
  • FF+latch area: 80.1 µm²
  • Max FFs per register: 4
  • Top reg by flops: counter
  • Filler instances: around 420
  • Post-layout util: 8.06%
  • Largest regs: counter (4)
  • Area growth syn-to-layout: 89.7%
  • Gate Area: roughly 65 µm²

Setup path
  • CP endpoint: out[0]
  • Crit path launch: counter[0]
  • Slowest CP cell: clkdlybuf4s50_1
  • Worst R2R Setup Slack: between 0.6 and 0.7 ns
  • Startpoint types: flop
  • CP required: roughly 1.3 ns
  • Critical path's largest stage delay: between 0.5 and 0.6 ns
  • Max FO, Critical Path: 4
  • Buffers & Inverters on Critical Path: 1
  • Crit. End Element: primary output
  • Crit path depth: 1
  • CP Data Arrival Time: ~1.1 ns
  • Reg-to-Reg Start: counter[0]
  • WS Path Type: reg2out
  • Reg2Reg Depth: 3
  • Worst reg2reg endpoint: counter[2]
  • Cell Chain, Critical Path: clkdlybuf4s50_1
  • Worst path top cell family by delay: buffers and inverters

Yosys
  • Max-area cell share: 55.2%
  • Flops out of synthesis: 4
  • Synth top cells by count: 4 x dfxtp_1, 2 x and2_1
  • Ys flop type: dfxtp_1
  • Post-Synthesis Cells: 13
  • Top cell type by total area after synthesis: dfxtp_1
  • Top-count cell post-synth: dfxtp_1
  • Synth async-reset ratio: 0%
  • Post-synth EDFFs: 0
  • Synth area leaders: dfxtp_1 55%, and2_1 8.6%, ha_1 8.6%, mux2i_1 6.9%, xor2_1 6.0%
  • Number of library cell types mapped by synthesis: 9
  • Yosys Chip Area: 145 µm²
  • Synth Area per Inst: roughly 11 µm²
  • # Cells Yosys: 13
  • Yosys warning count: 1
  • Seq share, synth: 55.2%
  • Synth Cell Area: around 150 µm²

Floorplanning
  • IO Count: 6
  • Core area: between 3000 and 4000 µm²
  • Die area: about 6400 µm²
  • Fp util: 4.25%
  • Num rows: 21
  • Die width: about 80 µm
  • Die extent in y: 80 µm

Status
  • Status: finished clean

Drt
  • Routed Antenna Nets: 0
  • Routed via count: around 120
  • DRT iter0 DRCs: 0
  • Antenna Cells: 0
  • Routed len/inst: 5.58 µm
  • Residual DRC count: 0
  • DRT Pass-1 Iters: 1
  • Routed WL: between 300 and 400 µm
  • Vias per inst: approximately 1.8

Placed design
  • RePlAce Congestion: approximately 0.59
  • Port Buffers: 5

Run
  • Log Warnings: 25
  • Max cap viols: 0
## worst reg2reg max path, stage by stage, from the launching register on
cell and delay, ns:
dfxtp_1 0.33, ha_1 0.21, xor2_1 0.14, and2_1 0.15
## routing by layer
metal	up-vias	GRT usage (%)	share of wire, %
met2	8	0.883	21
met3	2	1.14	11
met4	0	0.528	2.1
li1	59	-	-
met1	49	1.99	65
met5	-	0	0
## worst min-delay path by stage
stage,end,startpoint,cells past startpoint,slack (ns)
4_1_cts,counter[0],counter[0],1,0.48
5_1_grt,counter[3],counter[3],2,0.52
6_report,counter[3],counter[3],2,0.47
## area by class of cell
| type | instances | area share (%) |
|---|---|---|
| clock buffers | 3 | 8.18 |
| multi-input cells | 9 | 23.6 |
| repair buffers | 5 | 18.2 |
| well taps | 46 | 20.9 |
| flip-flops and latches | 4 | 29.1 |
## cells in the final DEF (no fill, tap or decap)
| master | n |
|---|---|
| and2_1 | 2 |
| clkdlybuf4s50_1 | 5 |
| ha_1 | 1 |
| clkbuf_4 | 3 |
| dfxtp_1 | 4 |
| nand3_1 | 1 |
| nand2b_1 | 1 |
| xor2_1 | 1 |
| nor2b_1 | 1 |
| nand2_1 | 1 |
| mux2i_1 | 1 |
## power by group through the flow
stage	Combinational [mW]	Sequential [mW]	Clock, mW
after CTS	0.0257	0.113	0.131
after global routing	0.0300	0.114	0.139
final	0.0256	0.112	0.123
## stage by stage
| step | setup slack (ns) | power, mW | instances | hold slack (ns) | cell area [µm²] |
|---|---|---|---|---|---|
| final | 0.166 | 0.261 | 67 | 0.473 | 275 |
| after global routing | 0.0933 | 0.283 | 67 | 0.517 | 275 |
| after CTS | 0.146 | 0.269 | 67 | 0.478 | 275 |
| after detailed placement | 0.399 | 0.139 | 64 | 0.463 | 253 |
| after global placement | 0.419 | 0.138 | 64 | 0.450 | 253 |
| after floorplan | 0.724 | 0.119 | 13 | 0.420 | 145 |
## cell families after synthesis
| logic type | Yosys count | synth area share, % |
|---|---|---|
| simple gates | 6 | 23.3 |
| xor+xnor | 1 | 6.04 |
| flops | 4 | 55.2 |
| mux | 1 | 6.90 |
| fa+ha+maj | 1 | 8.62 |
Power and IR drop assume default switching activity.
